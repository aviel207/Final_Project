### flow/run.sh
#!/bin/bash
# OpenROAD 26Q1-2900-gdf79404cd8, Yosys 0.63+post, stock flow scripts
make -C /OpenROAD-flow-scripts/flow DESIGN_CONFIG=/design/flow/config.mk WORK_HOME=/design/flow/orfs finish
### flow/constraint.sdc
current_design button_debouncing

set clk_period 4.3
set clk_io_pct 0.2

create_clock -name clk0 -period $clk_period [get_ports {clk}]

set non_clock_inputs [all_inputs -no_clocks]
set_input_delay [expr $clk_period * $clk_io_pct] -clock clk0 $non_clock_inputs
set_output_delay [expr $clk_period * $clk_io_pct] -clock clk0 [all_outputs]
### flow/config.mk
export PLATFORM = sky130hd
export DESIGN_NAME = button_debouncing
export DESIGN_NICKNAME = button_debouncing
export VERILOG_FILES = /design/flow/design.v
export SDC_FILE = /design/flow/constraint.sdc
export NUM_CORES = 4
export LEC_CHECK = 1
export CORE_AREA = 10 10 100 100
export DIE_AREA = 0 0 110 110
### flow/design.v
module button_debouncing
(
	input  wire	clk,
	input  wire	button_tx,
	output wire	transmit_en
);
	wire 		rise_slow_clk;
	wire 		slow_clk;
	wire 		Q1,Q2,Q2_bar,Q0;
	clock_div u1
	(
		.clk_100M(clk),
		.rise_slow_clk(rise_slow_clk),
		.slow_clk(slow_clk)
	);
	my_dff d0
	(
		.clk_100M(clk),
		.enable(slow_clk),
		.rise(rise_slow_clk),
		.D(button_tx),
		.Q(Q0)
	);
	my_dff d1
	(
		.clk_100M(clk),
		.enable(slow_clk),
		.rise(rise_slow_clk),
		.D(Q0),
		.Q(Q1)
	);
	my_dff d2
	(
		.clk_100M(clk),
		.enable(slow_clk),
		.rise(rise_slow_clk),
		.D(Q1),
		.Q(Q2)
	);
	assign Q2_bar = ~Q2;
	assign transmit_en = Q1 & Q2_bar;
endmodule
	module clock_div
	(
		input  wire			clk_100M,
		output reg 			rise_slow_clk,
		output reg			slow_clk
	);
		reg [25:0]counter = 0;
		initial
		begin
			rise_slow_clk = 0;
		end
		always @(posedge clk_100M)
		begin
			if(counter >= 124999)
				counter <= 0;
			else
				counter <= counter + 1;
			if(counter < 67250)
				slow_clk <= 1'b0;
			else
				slow_clk <= 1'b1;
			if (counter == 67250)
				rise_slow_clk <= 1;
			else
				rise_slow_clk <= 0;
		end
	endmodule
	module my_dff
	(
		input wire			clk_100M,
		input wire  		enable,
		input wire 			rise,
		input wire			D,
		output reg 			Q
	);
		always @ (posedge clk_100M)
		begin
			if(enable && rise)
				Q <= D;
		end
	endmodule
==> ci_impl_report.md <==
## Synthesis and layout report

| Metric | Value |
|---|---|
| Status | `completed` |
| Hpwl dp | `1380 um` |
| Number of enable flip-flop cells | `3` |
| Seq/Total Area, Yosys | `0.514` |
| Worst Setup Path Type | `flip-flop to primary output` |
| DP Worst Slack | `2.48 ns` |
| Drt total wl | `1950 um` |
| Area share of the leading cell type in the synthesized netlist | `0.443` |
| P&R area growth vs syn | `17.8%` |
| Worst r2r src | `u1.counter[0]$_SDFF_PP0_` |
| Placed Instances | `233` |
| CP Capture Type | `primary output` |
| Avg Inst Size Synth | `9.88 um^2` |
| ANT nets after route | `0` |
| Highest clock rate | `482 MHz` |
| Num CTS Buffers | `5` |
| First-pass GRT wire length | `3590 um` |
| Most common flop cell mapped by yosys | `dfxtp_1` |
| Total of max-cap violations | `0` |
| Comb power frac | `0.005` |
| Synthesized registers | `31` |
| Hold path start | `d0.Q$_DFFE_PP_` |
| CP Launch Type | `flip-flop` |
| Yosys stat chip area | `0.00126 mm^2` |
| Rows | `32` |
| Finished Core Util | `0.191` |
| VDD IR-drop max | `0.102 mV` |
| Clk sinks | `31` |
| P_leak | `0.000467 uW` |
| Asr flop ratio synth | `0` |
| Critical Path, Cell by Cell | `nor2b_1 -> clkdlybuf4s50_1` |
| Post-CTS Resized | `0` |
| Top post-synthesis cells by area | `dfxtp_1 44%, edfxtp_1 7.1%, xnor2_1 5.5%` |
| Layout filler cell count | `851` |
| Initial antenna violation count | `0` |
| DR vias | `864` |
| Clock Pin Slew Worst Setup and Hold Paths | `0.06 ns` |
| Net Sw Frac | `0.190` |
| CTS tree | `done` |
| Total negative slack | `0 ns` |
| All-Layer GR Usage | `0.0360` |
| Post-Synthesis Cell Area | `0.00126 mm^2` |
| Total gr overflow | `0` |
| Antenna Cells | `0` |
| TritonRoute pass-1 iters | `4` |
| Fin cells | `241` |
| Internal Power | `426 uW` |
| Largest net degree at the start of global routing | `17` |
| Synth area leader | `dfxtp_1` |
| Part of the power in registers | `0.565` |
| CTS H-tree depth | `2` |
| Cells after Synth | `128` |
| RSZ-0062 raised after global routing | `no` |
| Total chip power | `525 uW` |
| Final min period | `2.08 ns` |
| Worst Path Arrival | `1.22 ns` |
| Die Height | `110 um` |
| Crit path DRT | `3.44 ns` |
| Critical Path Slowest Stage Cell | `clkdlybuf4s50_1` |
| Worst-skew pair later-pin latency | `0.27 ns` |
| CP max FO | `1` |
| I/O pin cnt | `3` |
| Fin crit share | `0.483` |
| Post-route DRC violation count | `0` |
| YS warnings | `2` |
| Setup WS post-layout | `2.22 ns` |
| Clock skew | `0.00680 ns` |
| Share of cells above drive strength 1 | `0.0791` |
| 1st-iter DRT viols | `26` |
| Slew headroom | `0.627` |
| Worst hold path class | `flip-flop to flip-flop` |
| Buf+Inv Stages, Crit Path | `1` |
| P_sw | `99.6 uW` |
| Final hold violations | `0` |
| Crit. Startpoint | `d2.Q$_DFFE_PP_` |
| Total die size | `0.0121 mm^2` |
| OpenROAD warning count | `26` |
| Slew Viols, Final | `0` |
| Critical path's largest stage delay | `0.48 ns` |
| Avg WL per Cell | `8.10 um` |
| Clock Power Share | `0.430` |
| Final setup violation count | `0` |
| Vias/cell | `3.59` |
| Clock buffer depth | `2` |
| Core area | `0.00781 mm^2` |
| Top post-synthesis cells by count | `28 x dfxtp_1, 17 x nor2_1, 9 x nand4_1` |
| Fp_density | `0.162` |
| Power Density | `353 mW/mm^2` |
| Worst-Margin Slew | `0.560 ns` |
| Vias in the first global route | `802` |
| CTS Hold Bufs | `0` |
| CP top delay family | `buffers and inverters` |
| Die Width | `110 um` |
| Clk root buf | `clkbuf_8` |
| PortBufs | `2` |
| Post-CTS Setup Bufs | `0` |
| Final Wtd Congestion | `0.836` |
| Synth top cell by count | `dfxtp_1` |
| Unique masters post-synth | `30` |
| Yosys cell count | `128` |
-- sequential cells by signal, indices dropped and copies added, names as in the netlist --
register / flops
d0.Q: 1
d1.Q: 1
d2.Q: 1
u1.counter: 26
u1.rise_slow_clk: 1
u1.slow_clk: 1
-- power groups by stage --
stage / combinational, uW / sequential (uW) / clock (uW)
after CTS: 2.54 / 297 / 235
after global routing: 3.05 / 297 / 251
final: 2.46 / 297 / 226
-- kinds of logic (layout without fill, tap and decap cells) --
family | after synthesis | after routing | share of synthesized area
AOI/OAI and AO/OA | 7 | 7 | 0.0534
DFF | 31 | 31 | 0.514
and+or+nand+nor | 61 | 61 | 0.259
other | 1 | 9 | 0.00296
xor gates and xnor gates | 15 | 15 | 0.104
adders and majority gates | 2 | 2 | 0.0198
buffers and inverters | 11 | 14 | 0.0465
-- stage by stage --
step / area (um^2) / hold WS, ns
6_report: 1490 / 0.423
5_1_grt: 1490 / 0.444
4_1_cts: 1490 / 0.425
3_5_place_dp: 1400 / 0.410
3_3_place_gp: 1400 / 0.407
2_1_floorplan: 1290 / 0.400
-- area by class of cell --
cell class	count	area, um^2	share of cell area
clock buffers	7	86.3	0.0579
clock inverters	1	5.00	0.00336
inverters	4	15.0	0.0101
multi-input cells	94	586	0.393
flip-flops and latches	31	651	0.437
well taps	102	128	0.0856
repair buffers	2	20.0	0.0134
-- cells in the final DEF, fill, tap and decap left out --
master           instances
clkbuf_8                 6
nor2b_1                  1
xor2_1                   7
conb_1                   9
nor2_2                   2
nor3_1                   7
and3_1                   2
a21oi_1                  2
xnor2_1                  8
o22ai_1                  1
o21ai_1                  1
dfxtp_1                 28
a2111oi_4                1
edfxtp_1                 3
nand4_1                  9
a221o_1                  1
and4_2                   1
nor4bb_1                 1
and2_1                   3
nor4b_1                  1
nand3_1                  8
clkbuf_1                 1
nor4_1                   4
inv_1                    4
ha_1                     2
nor2_1                  17
nand2_1                  3
and4_1                   2
clkdlybuf4s50_1          2
clkinv_2                 1
a211o_1                  1
-- metal layers --
layer | wire length [um] | vias to the layer above | track usage
met5 | 0 | - | 0
met4 | 8 | 0 | 0.00465
met3 | 89 | 2 | 0.0176
met2 | 852 | 7 | 0.0500
met1 | 1000 | 398 | 0.0509
li1 | - | 457 | -
-- worst register-to-register path: stages, from the launching register on --
cell	delay, ns
dfxtp_1	0.34
ha_1	0.28
a2111oi_4	0.36
o21ai_1	0.09
a211o_1	0.52
nor2_1	0.17
-- path summary, 6_finish.rpt --
path / end / slack [ns] / cells after the start
max reg2reg: u1.counter[10]$_SDFF_PP0_ / 2.46 / 5
max: transmit_en / 2.22 / 2
min reg2reg: d1.Q$_DFFE_PP_ / 0.42 / 0
min: d1.Q$_DFFE_PP_ / 0.42 / 0
Power figures rest on the tool's default switching activity, not on a simulated workload.
